==> flow/config.mk <==
export PLATFORM = sky130hd
export DESIGN_NAME = top
export DESIGN_NICKNAME = top
export VERILOG_FILES = /design/flow/design.v
export SDC_FILE = /design/flow/constraint.sdc
export NUM_CORES = 4
export LEC_CHECK = 1
export CORE_UTILIZATION = 30
==> flow/constraint.sdc <==
current_design top

set clk_period 5.4
set clk_io_pct 0.2

create_clock -name clk0 -period $clk_period [get_ports {clk}]

set non_clock_inputs [all_inputs -no_clocks]
set_input_delay [expr $clk_period * $clk_io_pct] -clock clk0 $non_clock_inputs
set_output_delay [expr $clk_period * $clk_io_pct] -clock clk0 [all_outputs]
==> flow/design.v <==
`timescale 1ns / 1ps
module anConv(input [1:0] an, output reg [3:0] conv = 0);
always@(*)
begin
case(an)
    2'b00 : conv = 4'b1110;
    2'b01 : conv = 4'b1101;
    2'b10 : conv = 4'b1011;
    2'b11 : conv = 4'b0111;
    default: conv  = 4'b1111;
endcase
end    
endmodule
`timescale 1ns / 1ps
module angen( clk, out);
input clk;
reg [5:0] delay = 0;
output reg [1:0] out = 0;
always @(posedge clk)
begin 
    if(delay == 20'b0000000)
    out <= out+1;
    delay <= delay + 1;
end
endmodule
`timescale 1ns / 1ps
module bcd7(clk,in, out, en);
input clk;
input en;
input [3:0] in;
output reg [6:0] out = 0;
always @(*)
begin
    if (en == 1) begin  
    case(in)
        4'b0000 :  out = 7'b1000000;
        4'b0001 :  out = 7'b1111001;
        4'b0010 :  out = 7'b0100100;
        4'b0011 :  out = 7'b0110000;
        4'b0100 :  out = 7'b0011001;
        4'b0101 :  out = 7'b0010010;
        4'b0110 :  out = 7'b0000010;
        4'b0111 :  out = 7'b1111000;
        4'b1000 :  out = 7'b0000000;
        4'b1001 :  out = 7'b0011000;
        default : out = 7'b0000000;
        endcase
     end else begin 
     out = 7'b1111111;
     end
     end
endmodule
`timescale 1ns / 1ps
module bcdSelector(in, screen, out);
input [15:0] in;
input [1:0] screen;
output reg [3:0] out = 0;
always @( * )
begin
case(screen)
    2'b00: out = in[3:0];
    2'b01: out = in[7:4]; 
    2'b10: out = in[11:8];
    2'b11: out = in[15:12];
    default: out = 4'b0000;
endcase
end
endmodule
`timescale 1ns / 1ps
module binToBcd(
    input           clk,
    input           en,
    input   [11:0]  bin_d_in,
    output  [15:0]  bcd_d_out,
    output          rdy
    );
    parameter IDLE      = 3'b000;
    parameter SETUP     = 3'b001;
    parameter ADD       = 3'b010;
    parameter SHIFT     = 3'b011;
    parameter DONE      = 3'b100;
    reg [27:0]  bcd_data    = 0;
    reg [2:0]   state       = 0;
    reg         busy        = 0;
    reg [3:0]   sh_counter  = 0;
    reg [1:0]   add_counter = 0;
    reg         result_rdy  = 0;
    always @(posedge clk)
        begin
        if(en)
            begin
                if(~busy)
                    begin
                    bcd_data    <= {16'b0, bin_d_in};
                    state       <= SETUP;
                    end
            end
        case(state)
            IDLE:
                begin
                    result_rdy  <= 0;
                    busy        <= 0;
                end
            SETUP:
                begin
                busy        <= 1;
                state       <= ADD;
                end
            ADD:
                begin
                case(add_counter)
                    0:
                        begin
                        if(bcd_data[15:12] > 4)
                            begin
                                bcd_data[27:12] <= bcd_data[27:12] + 3;
                            end
                            add_counter <= add_counter + 1;
                        end
                    1:
                        begin
                        if(bcd_data[19:16] > 4)
                            begin
                                bcd_data[27:16] <= bcd_data[27:16] + 3;
                            end
                            add_counter <= add_counter + 1;
                        end
                    2:
                        begin
                        if((add_counter == 2) && (bcd_data[23:20] > 4))
                            begin
                                bcd_data[27:20] <= bcd_data[27:20] + 3;
                            end
                            add_counter <= add_counter + 1;
                        end
                    3:
                        begin
                        if((add_counter == 3) && (bcd_data[27:24] > 4))
                            begin
                                bcd_data[27:24] <= bcd_data[27:24] + 3;
                            end
                            add_counter <= 0;
                            state   <= SHIFT;
                        end
                    endcase
                end
            SHIFT:
                begin
                sh_counter  <= sh_counter + 1;
                bcd_data    <= bcd_data << 1;
                if(sh_counter == 11)
                    begin
                    sh_counter  <= 0;
                    state       <= DONE;
                    end
                else
                    begin
                    state   <= ADD;
                    end
                end
            DONE:
                begin
                result_rdy  <= 1;
                state       <= IDLE;
                end
            default:
                begin
                state <= IDLE;
                end
            endcase
        end
    assign bcd_d_out    = bcd_data[27:12];
    assign rdy          = result_rdy;
endmodule
`timescale 1ns / 1ps
module top(clk, seg, anode); 
input clk;
output [6:0] seg; 
wire [1:0] an;
reg en = 1;
wire rdy;
output [3:0] anode;
wire [11:0] count;
wire [15:0] bcds;
wire [3:0] bcdSelected;
upCount counter(clk, count);
angen gen(clk, an);
binToBcd bcdConv( clk, en, count, bcds, rdy );
bcdSelector bcdSelect(bcds, an, bcdSelected);
bcd7 bcdOut(clk, bcdSelected, seg, rdy);
anConv conv(an, anode);
endmodule
`timescale 1ns / 1ps
module upCount(clk, count);
input clk;
reg [22:0] delay = 0;
output reg [11:0] count = 0;
always @(posedge clk)
begin 
    if(delay == 10'b0000000)
    count <= count+1;
    delay <= delay + 1;
end
endmodule
==> flow/run.sh <==
#!/bin/bash
# OpenROAD 26Q1-2900-gdf79404cd8, Yosys 0.63+post, stock flow scripts
make -C /OpenROAD-flow-scripts/flow DESIGN_CONFIG=/design/flow/config.mk WORK_HOME=/design/flow/orfs finish
==> impl_metrics.sql <==
-- generated from flow reports
INSERT INTO impl_metrics (metric_group, metric, value, unit) VALUES
('synthesis', 'largest_area_cell', 'sky130_fd_sc_hd__edfxtp_1', ''),
('worst_setup_path', 'cp_cell_sequence', 'inv_1 -> ha_1 -> a222oi_1 -> nand2_1 -> o21ai_0 -> inv_1 -> ha_1 -> inv_1 -> a21oi_1 -> o211ai_1 -> clkdlybuf4s50_1', ''),
('synthesis', 'enable_flop_cells', '33', ''),
('job', 'drv.max_cap_violation_count', '0', ''),
('clock_tree', 'cts_tree', 'yes', ''),
('detailed_routing', 'drt-wirelength-per-cell', '14.4', 'um'),
('synthesis', 'yosys.area.top_type_share', '18.6', '%'),
('global_route', 'gr_util_all_layers', '14.2', '%'),
('die', 'overall_die_area', '0.0183', 'mm^2'),
('die', 'initCoreUtil', '30.7', '%'),
('layout', 'final_cells', '833', ''),
('die', 'io_pins', '12', ''),
('detailed_routing', 'detailedRoute.firstIterationViolations', '380', ''),
('place', 'place_inst', '817', ''),
('clock_tree', 'postCtsResizedCells', '0', ''),
('timing', 'final_period_minus_worst_setup_slack', '3.86', 'ns'),
('worst_setup_path', 'setup.worst_path.class', 'register to output pin', ''),
('synthesis', 'topCellsByArea', 'sky130_fd_sc_hd__edfxtp_1 19%, sky130_fd_sc_hd__dfxtp_1 18%, sky130_fd_sc_hd__ha_1 6.4%', ''),
('layout', 'final_design_area_no_fill', '0.00595', 'mm^2'),
('worst_setup_path', 'worst-path-max-fanout', '5', ''),
('detailed_routing', 'post_route_drc_violation_count', '0', ''),
('pwr', 'vdd_ir_drop_max', '164', 'uV'),
('clock_tree', 'clk-insertion-delay-late', '0.34', 'ns'),
('run_status', 'run_status', 'complete, no violations', ''),
('synthesis', 'most_common_cell', 'sky130_fd_sc_hd__nand2_1', ''),
('global_route', 'first_global_vias', '4036', ''),
('timing', 'timing_max_transition_violations_final', '0', ''),
('layout', 'area_growth_synth_to_finish', '11.9', '%'),
('layout', 'fill_cells', '1761', ''),
('synthesis', 'synth.ff_latch_count', '82', ''),
('timing', 'worst-slew-pin-transition', '0.662', 'ns'),
('worst_setup_path', 'timing.critical_path.required', '4.32', 'ns'),
('die', 'floorplan.rows', '48', ''),
('worst_setup_path', 'end_kind', 'output pin', ''),
('synthesis', 'synthesis.area', '0.00532', 'mm^2'),
('pwr', 'p_leak', '2.01', 'nW'),
('job', 'warnings', '41', ''),
('detailed_routing', 'avgViaCountPerCell', '5.26', ''),
('worst_setup_path', 'reg2reg_depth', '5', ''),
('clock_tree', 'cts.reportedPaths.clkPinSlew', '0.07', 'ns'),
('detailed_routing', 'detail_route.wirelength', '12.0', 'mm'),
('worst_setup_path', 'critPathLaunchType', 'register', ''),
('synthesis', 'synth_cell_types', '75', ''),
('timing', 'relSlewSlack', '55.4', '%'),
('worst_setup_path', 'startpoint', 'gen.out[0]$_DFFE_PN_', ''),
('worst_setup_path', 'r2r_start', 'bcdConv.state[1]$_DFF_P_', ''),
('synthesis', 'synthesis.yosys.warnings', '7', ''),
('timing', 'period_used_share', '71.5', '%'),
('global_route', 'grt_first_pass_wirelength', '20.5', 'mm'),
('synthesis', 'ys_async_sr_fraction', '0', '%'),
('hold_path', 'timing.hold.worst_path_depth', '1', ''),
('worst_setup_path', 'crit_top_cell', 'sky130_fd_sc_hd__inv_1', ''),
('hold_path', 'worst_hold_startpoint', 'counter.delay[0]$_DFF_P_', ''),
('die', 'core-area', '0.0173', 'mm^2'),
('die', 'die_y', '135', 'um'),
('synthesis', 'postSynthSeqShare', '37.1', '%'),
('clock_tree', 'post_cts.repair.setup_buffers', '0', ''),
('synthesis', 'synth_top_flop_cell', 'sky130_fd_sc_hd__dfxtp_1', ''),
('place', 'final_weighted_congestion_in_routability_driven_placement', '0.876', ''),
('place', 'placement.io_buffers', '11', ''),
('timing', 'achievable-frequency', '259', 'MHz'),
('timing', 'final_tally_of_hold_violations', '0', ''),
('synthesis', 'netlist_top_cells_count', '71 x sky130_fd_sc_hd__nand2_1, 49 x sky130_fd_sc_hd__dfxtp_1, 38 x sky130_fd_sc_hd__inv_1', ''),
('hold_path', 'worst_hold_class', 'register to register', ''),
('worst_setup_path', 'critical_path_arrival', '2.78', 'ns'),
('synthesis', 'synth.yosys.num_cells', '607', ''),
('clock_tree', 'cts_root_buf', 'sky130_fd_sc_hd__clkbuf_16', ''),
('detailed_routing', 'drtAntennaViolNets', '0', ''),
('die', 'die_w', '135', 'um'),
('synthesis', 'ys_chip_area', '0.00532', 'mm^2'),
('layout', 'layout.core_utilization', '34.4', '%');
layout make-up:
class	instances	area (um^2)	area share, %
sequential	82	1970	33.1
timing repair buffer	22	193	3.24
clock inverter	5	45.0	0.757
clock buffer	11	275	4.63
multi-input combinational	447	3030	50.9
inverter	41	154	2.59
tap	225	282	4.73
cells in the final DEF, fill, tap and decap left out, types with 12 or more instances in the layout:
| cell | count |
|---|---|
| sky130_fd_sc_hd__nand2_1 | 71 |
| sky130_fd_sc_hd__dfxtp_1 | 49 |
| sky130_fd_sc_hd__inv_1 | 38 |
| sky130_fd_sc_hd__edfxtp_1 | 33 |
| sky130_fd_sc_hd__nor2_1 | 32 |
| sky130_fd_sc_hd__xnor2_1 | 27 |
| sky130_fd_sc_hd__ha_1 | 27 |
| sky130_fd_sc_hd__o21ai_0 | 26 |
| sky130_fd_sc_hd__nand3_1 | 26 |
| sky130_fd_sc_hd__a21oi_1 | 24 |
| sky130_fd_sc_hd__xor2_1 | 14 |
| sky130_fd_sc_hd__nand3b_1 | 12 |
through the flow:
stage / total power, mW / setup WS, ns / hold WS, ns
2_1_floorplan: 0.652 / 2.58 / 0.393
3_3_place_gp: 0.652 / 1.92 / 0.416
3_5_place_dp: 0.652 / 1.87 / 0.418
4_1_cts: 1.31 / 1.48 / 0.435
5_1_grt: 1.33 / 1.26 / 0.452
6_report: 1.29 / 1.54 / 0.433
cells by family after synthesis:
| logic type | synth area share [%] |
|---|---|
| DFF | 37.1 |
| muxes | 2.78 |
| xor gates and xnor gates | 6.75 |
| buffers and inverters | 6.07 |
| and+or+nand+nor | 22.6 |
| AOI/OAI and AO/OA | 18.4 |
| adders and majority gates | 6.35 |
critical path: cells and delay by family (launching register included):
family,cells,cell delay [ns]
adder cells (fa/ha/maj),2,0.47
AND-OR/OR-AND,4,0.76
AND/OR/NAND/NOR,1,0.08
flip-flops,1,0.38
buffers and inverters,4,0.75
flip-flops by register name, summed over array words and instances, names as in the netlist:
| signal | count |
|---|---|
| bcdConv.bcd_data | 28 |
| bcdConv.sh_counter | 4 |
| bcdConv.result_rdy | 1 |
| counter.delay | 23 |
| bcdConv.add_counter | 2 |
| bcdConv.busy | 1 |
| bcdConv.state | 3 |
| gen.delay | 6 |
| counter.count | 12 |
| gen.out | 2 |
power breakdown:
group / internal [mW] / switching (mW)
Sequential: 0.638 / 0
Combinational: 0 / 0
Clock: 0.377 / 0.273
path summary, 6_finish.rpt:
path	end	slack, ns
worst max-delay path	seg[4]	1.54
worst min-delay path	counter.delay[0]$_DFF_P_	0.43
worst max register to register	bcdConv.bcd_data[25]$_DFF_P_	3.06
worst min register to register	counter.delay[0]$_DFF_P_	0.43
per-layer routing:
metal	GRT usage, %	wire length [um]	vias up
li1	-	-	2204
met1	22.6	5940	2034
met2	20.7	5170	124
met3	2.67	700	19
met4	2.06	172	0
met5	0	0	-
Power is estimated from default activity; no workload was simulated.
